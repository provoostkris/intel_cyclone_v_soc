==> design.v <==
module i2c_controller (
	input  CLOCK,
	input  [23:0]I2C_DATA,
	input  GO,
	input  RESET,
	input  W_R,
 	inout  I2C_SDAT,
	output I2C_SCLK,
	output END,
	output ACK
);
wire SDAO ;
assign I2C_SDAT = SDAO?1'bz : 1'b0  ;
i2c_write_data  i_i2c_write_data(
  .RESET_N  ( RESET),
	.PT_CK    ( CLOCK),
	.GO       ( GO   ),
	.END_OK   ( END  ),
	.ACK_OK   ( ACK  ),
	.BYTE_NUM ( 2    ),   
	.SDAI     ( I2C_SDAT ), 
	.SDAO     ( SDAO     ), 
	.SCLO     ( I2C_SCLK ),
	.SLAVE_ADDRESS( I2C_DATA[23:16] ),
	.REG_DATA     ( I2C_DATA[15:0]  )
);
endmodule
module I2C_HDMI_Config (	 
					iCLK,
					iRST_N,
					I2C_SCLK,
					I2C_SDAT,
					HDMI_TX_INT,
					READY
					 );
input				iCLK;
input				iRST_N;
output			I2C_SCLK;
inout				I2C_SDAT;
input				HDMI_TX_INT;
output READY ; 
reg	[15:0]	mI2C_CLK_DIV;
reg	[23:0]	mI2C_DATA;
reg				  mI2C_CTRL_CLK;
reg				  mI2C_GO;
wire				mI2C_END;
wire				mI2C_ACK;
reg	[15:0]	LUT_DATA;
reg	[5:0]		LUT_INDEX;
reg	[3:0]		mSetup_ST;
reg READY ; 
parameter	CLK_Freq	=	50_000_000;	 
parameter	I2C_Freq	=	20_000;		 
parameter	LUT_SIZE	=	31;
always@(posedge iCLK or negedge iRST_N)
begin
	if(!iRST_N)
	begin
		mI2C_CTRL_CLK	<=	0;
		mI2C_CLK_DIV	<=	0;
	end
	else
	begin
		if( mI2C_CLK_DIV	< (CLK_Freq/I2C_Freq) )
			mI2C_CLK_DIV	<=	mI2C_CLK_DIV+1'b1;
		else
		begin
			mI2C_CLK_DIV	<=	0;
			mI2C_CTRL_CLK	<=	~mI2C_CTRL_CLK;
		end
	end
end
i2c_controller 	i_i2c_controller	(	
            .CLOCK(mI2C_CTRL_CLK),	 
						.I2C_SCLK(I2C_SCLK),				 
 	 	 	 	 	 	.I2C_SDAT(I2C_SDAT),				 
						.I2C_DATA(mI2C_DATA),			 
						.GO(mI2C_GO),						 
						.END(mI2C_END),					 
						.ACK(mI2C_ACK),					 
						.RESET(iRST_N)	
            );
always@(posedge mI2C_CTRL_CLK or negedge iRST_N)
begin
	if(!iRST_N)
	begin
	READY<=0;
		LUT_INDEX	<=	0;
		mSetup_ST	<=	0;
		mI2C_GO		<=	0;
	end
	else
	begin
		if(LUT_INDEX<LUT_SIZE)
		begin
		READY<=0;
			case(mSetup_ST)
			0:	begin
					mI2C_DATA	<=	{8'h72,LUT_DATA};
					mI2C_GO		<=	1;
					mSetup_ST	<=	1;
				end
			1:	begin
					if(mI2C_END)
					begin
						if(!mI2C_ACK)
						mSetup_ST	<=	2;
						else
						mSetup_ST	<=	0;							
						mI2C_GO		<=	0;
					end
				end
			2:	begin
					LUT_INDEX	<=	LUT_INDEX+1'b1;
					mSetup_ST	<=	0;
				end
			endcase
		end
		else
		begin
		  READY<=1; 
		  if(!HDMI_TX_INT)
		  begin
		    LUT_INDEX <= 0;
		  end
		  else
		    LUT_INDEX <= LUT_INDEX;
		end
	end
end
always
begin
	case(LUT_INDEX)
	0	  :	LUT_DATA	<=	16'h9803;   
	1	  :	LUT_DATA	<=	16'h0100;   
	2	  :	LUT_DATA	<=	16'h0218;   
	3	  :	LUT_DATA	<=	16'h0300;   
	4	  :	LUT_DATA	<=	16'h1470;   
	5	  :	LUT_DATA	<=	16'h1520;   
	6	  :	LUT_DATA	<=	16'h1630;   
	7	  :	LUT_DATA	<=	16'h1846;   
	8	  :	LUT_DATA	<=	16'h4080;   
	9	  :	LUT_DATA	<=	16'h4110;   
	10	:	LUT_DATA	<=	16'h49A8;   
	11	:	LUT_DATA	<=	16'h5510;   
	12	:	LUT_DATA	<=	16'h5608;   
	13	:	LUT_DATA	<=	16'h96F6;   
	14	:	LUT_DATA	<=	16'h7307;   
	15	:	LUT_DATA	<=	16'h761f;   
	16	:	LUT_DATA	<=	16'h9803;   
	17	:	LUT_DATA	<=	16'h9902;   
	18	:	LUT_DATA	<=	16'h9ae0;   
	19	:	LUT_DATA	<=	16'h9c30;   
	20	:	LUT_DATA	<=	16'h9d61;   
	21	:	LUT_DATA	<=	16'ha2a4;   
	22	:	LUT_DATA	<=	16'ha3a4;   
	23	:	LUT_DATA	<=	16'ha504;   
	24	:	LUT_DATA	<=	16'hab40;   
	25	:	LUT_DATA	<=	16'haf16;   
	26	:	LUT_DATA	<=	16'hba60;   
	27	:	LUT_DATA	<=	16'hd1ff;   
	28	:	LUT_DATA	<=	16'hde10;   
	29	:	LUT_DATA	<=	16'he460;   
	30	:	LUT_DATA	<=	16'hfa7d;   
	default:		LUT_DATA	<=	16'h9803;
	endcase
end
endmodule
module i2c_write_data  (
  input  	    			RESET_N ,
	input      		  	PT_CK,
	input      		  	GO,
	input      [15:0] REG_DATA,
	input      [7:0] 	SLAVE_ADDRESS,	
	input            	SDAI,
	output reg       	SDAO,
	output reg       	SCLO,
	output reg       	END_OK,
	output reg [7:0] 	ST ,
	output reg [7:0] 	CNT,
	output reg [7:0] 	BYTE,
	output reg       	ACK_OK,
   input      [7:0]  BYTE_NUM   
);
reg   [8:0]A ;
reg   [7:0]DELY ;
always @( negedge RESET_N or posedge  PT_CK )begin
if (!RESET_N  ) ST <=0;
else 
	  case (ST)
	    0: begin   
		      SDAO   <=1; 
	         SCLO   <=1;
	         ACK_OK <=0;
	         CNT    <=0;
	         END_OK <=1;
	         BYTE   <=0;	
	         if (GO) ST  <=30 ;  
		    end	  
	    1: begin   
		      ST <=2 ; 
			   { SDAO,  SCLO } <= 2'b01; 
				A <= {SLAVE_ADDRESS ,1'b1 }; 
		    end
	    2: begin   
		      ST <=3 ; 
			   { SDAO,  SCLO } <= 2'b00; 
		    end
	    3: begin  
		      ST <=4 ; 
			   { SDAO, A } <= { A ,1'b0 }; 
		    end
	    4: begin  
		      ST <=5 ; 
			   SCLO <= 1'b1 ; 
				CNT <= CNT +1'b1 ;
		    end
	    5: begin  
			   SCLO <= 1'b0 ; 
			   if (CNT==9) begin
				     if ( BYTE == BYTE_NUM )  ST <= 6 ; 
					  else  begin 
					           CNT <=0 ; 
					           ST <= 2 ;
					                if ( BYTE ==0 ) begin BYTE <=1  ; A <= {REG_DATA[15:8] ,1'b1 }; end 
					           else if ( BYTE ==1 ) begin BYTE <=2  ; A <= {REG_DATA[7:0] ,1'b1 }; end 
							  end
					  if (SDAI ) ACK_OK <=1 ; 
				 end
				 else ST <= 2;
		    end
	    6: begin           
		      ST <=7 ; 
			   { SDAO,  SCLO } <= 2'b00; 
         end
	    7: begin           
		      ST <=8 ; 
			   { SDAO,  SCLO } <= 2'b01; 
         end
	    8: begin           
		      ST <=9 ; 
			   { SDAO,  SCLO } <= 2'b11; 
         end 
		9:	begin
		      ST     <= 30; 
				SDAO   <=1; 
	         SCLO   <=1;
	         CNT    <=0;
	         END_OK <=1;
	         BYTE   <=0;
		     end
		   30: begin
            if (!GO) ST  <=31;
          end			
		   31: begin   
		      END_OK<=0;
				ACK_OK<=0;
				ST    <=1;	
			end	
	  endcase 
 end
endmodule
==> run.sh <==
#!/bin/bash
# OpenROAD 26Q1-2900-gdf79404cd8, Yosys 0.63+post, stock flow scripts
make -C /OpenROAD-flow-scripts/flow DESIGN_CONFIG=/design/flow/config.mk WORK_HOME=/design/flow/orfs finish
==> config.mk <==
export PLATFORM = sky130hd
export DESIGN_NAME = I2C_HDMI_Config
export DESIGN_NICKNAME = I2C_HDMI_Config
export VERILOG_FILES = /design/flow/design.v
export SDC_FILE = /design/flow/constraint.sdc
export NUM_CORES = 4
export LEC_CHECK = 1
export CORE_UTILIZATION = 50
==> constraint.sdc <==
current_design I2C_HDMI_Config

set clk_period 2.3
set clk_io_pct 0.2

create_clock -name clk0 -period $clk_period [get_ports {iCLK}]

set non_clock_inputs [all_inputs -no_clocks]
set_input_delay [expr $clk_period * $clk_io_pct] -clock clk0 $non_clock_inputs
set_output_delay [expr $clk_period * $clk_io_pct] -clock clk0 [all_outputs]
==> reports/notes.md <==
- **outcome** completed
- **distinct cell type count of the synthesized netlist** 56
- **number of maximum-capacitance constraint violations** 0
- **sequential cell area** 1390 µm²
- **endpoint type of the worst setup path** flop
- **total tool warning count** 26
- **post-synthesis sequential area ratio** 56.7%
- **latest clock arrival within the worst-skew pair** 0.24 ns
- **drt first pass iters** 4
- **IO Pins** 6
- **GRT Residual Overflow** 0
- **Reg2Reg Capture Point** mI2C_CLK_DIV[6]$_DFF_PN0_
- **maximum fanout encountered on the critical timing path** 8
- **endpoints left unconstrained** 50
- **# setup viols final** 0
- **vias after detailed routing** 1630
- **maximum single-stage delay on the critical path** 0.46 ns
- **transition time at the pin with the least slew margin** 0.626 ns
- **vias in the first global route** 1500
- **routing usage on met1** 30.8%
- **share of final-layout standard cells stronger than drive strength 1** 10.8%
- **number of design-rule violations left by the first detailed-router iteration** 59
- **TritonCTS clock tree** built
- **Mapped Avg Cell Area** 11.5 µm²
- **yosys stat cell total** 214
- **type of the setup path with the least slack** flop to flop
- **count of flip-flops with a built-in enable after synthesis** 11
- **critical path cell sequence** nor4_1, o21ai_1, buf_4, a221oi_1
- **chip area line of the yosys report** 2460 µm²
- **number of setup buffers added after CTS** 0
- **number of clock buffers inserted by TritonCTS** 3
- **DPL Wire Length** 2740 µm
- **Std-Cell Core Area** 4720 µm²
- **antenna cells** 0
- **area growth from synthesis to final layout** 6.61%
- **routed len/inst** 13.4 µm
- **vias per std cell** 5.64
- **total power per unit cell area** 387 nW/µm²
- **Main synth FF type** dfrtp_1
- **total routing resource utilization after global routing** 17.0%
- **area of the mapped netlist** 2460 µm²
- **IO buf count** 4
- **post-synthesis cell count** 214
- **number of nets still failing antenna checks after routing** 0
- **startpoint of the most critical register-to-register path** mI2C_CLK_DIV[4]$_DFF_PN0_
- **count of unclocked register or latch pins** 37
- **final worst path period need** 1.73 ns
- **Static Leak** 1.01 nW
- **number of hold-repair buffers added at the cts stage** 0
- **Worst R2R Setup Slack** 0.57 ns
- **FFs w/ async S/R, synth** 74.1%
- **overall chip area** 5200 µm²
- **Finished Core Util** 55.5%
- **final clock period utilization by the worst path** 75.2%
- **class of the tightest hold or removal check** input port to asynchronous set/reset pin
- **die height** 72.1 µm
- **largest voltage drop on the vdd net** 0.395 mV
- **Cell Rows** 25
- **crit path DRT** 2.44 ns
- **initial antenna violation count** 0
- **largest net degree at the start of global routing** 38
- **Init Core Util** 52.1%
- **DRC violations left** 0
- **global placement routability congestion** 0.868
- **Final Hold Vio Count** 0
- **highest attainable clock frequency** 578 MHz
- **grt met3 use** 0.845%
- **RSZ-0062 raised after global routing** false
- **worst slew margin relative to its limit** 58.2%
- **final clock skew** 0.00172 ns
- **depth of the CTS H-tree** 1
- **max-slew violation count** 0
- **busiest layer in global routing** met1
- **buffers from clock root to sink, at most** 2
- **#FFs+latches synth** 54
- **wire length of the first global-routing pass** 6860 µm
- **count of fill cells added during filler insertion** 373
- **cell with the biggest individual delay on the critical path** nor4_1
- **clk slew on worst S/H paths** 0.06 ns
- **GR Util met2** 25.8%
- **Worst R2R Path Depth** 4
- **buffer cell driving the clock tree root** clkbuf_8
- **width of the chip** 72.1 µm
- **multi-input gate area in the final layout** 995 µm²
- **total wire length** 3880 µm
- **total of cells resized after clock tree synthesis** 0
- **CP Data Arrival Time** 1.87 ns
- **sum of negative setup slack** 0 ns
- **warning count from the yosys run** 4
- **nature of the critical path startpoint** flop
cell usage after synthesis, types with 3 or more instances:
library cell / n / area (µm²)
nand3_1: 13 / 65.1
a21oi_1: 6 / 30.0
nand4_1: 5 / 31.3
o21ai_0: 14 / 70.1
dfrtp_1: 38 / 951
dfxtp_1: 3 / 60.1
or3_1: 6 / 37.5
a221oi_2: 4 / 60.1
nand2_1: 15 / 56.3
ha_1: 4 / 50.1
o31ai_1: 4 / 30.0
clkbuf_1: 4 / 15.0
nor2b_1: 3 / 18.8
xor2_1: 4 / 35.0
edfxtp_1: 11 / 330
or4_1: 5 / 37.5
nor2_1: 11 / 41.3
a211oi_1: 6 / 45.0
inv_1: 11 / 41.3
cell type report:
type / instances / share of cell area, %
Multi-Input combinational cell: 145 / 37.9
Timing Repair Buffer: 7 / 2.19
Tap cell: 67 / 3.20
Sequential cell: 54 / 53.1
Clock buffer: 4 / 1.72
Inverter: 12 / 1.81
critical path, delay by kind of cell, from the launching register on:
family          cells  cell delay, ns
compound gates      2            0.51
buf+inv             1            0.23
flops               1            0.43
simple gates        1            0.46
report_power, final:
part,switching (mW),total (mW),internal [mW]
clock,0.0888,0.211,0.122
sequential,0.0161,0.667,0.651
combinational,0.106,0.138,0.0313
total,0.211,1.02,0.804
layer usage:
layer	up-vias	wire, µm
met3	0	87
met2	29	1760
met1	792	2030
met4	0	0
met5	-	0
li1	809	-
layout by cell type (no fill, tap or decap), drive strengths merged, types with 4 or more instances in the layout:
cell type,instances
a211oi,6
a21oi,6
a221oi,6
buf,4
clkbuf,4
conb,5
dfrtp,38
edfxtp,11
ha,4
inv,12
nand2,15
nand3,14
nand4,5
nor2,11
o21ai,15
o31ai,4
or3,7
or4,5
xor2,4
through the flow:
stage          instances  power, mW  area (µm²)  setup WS (ns)  hold WS, ns
2_1_floorplan        218      0.747        2470          0.854        0.164
5_1_grt              289       1.06        2620          0.451        0.156
6_report             289       1.02        2620          0.569        0.128
3_3_place_gp         285      0.810        2580          0.713        0.395
3_5_place_dp         285      0.818        2580          0.600        0.396
4_1_cts              289       1.03        2620          0.584        0.133
cell families after synthesis:
family,count (synthesis),synth area share [%]
buffers and inverters,19,3.51
muxes,4,2.09
xor gates and xnor gates,6,2.14
AOI/OAI and AO/OA,52,16.5
adders and majority gates,4,2.03
and+or+nand+nor,74,16.9
DFF,54,56.7
other,1,0.152
registers in the layout (all words and copies together), names as in the netlist:
register and count:
mI2C_CLK_DIV 16, READY 1, i_i2c_controller.i_i2c_write_data.BYTE 3, LUT_INDEX 6
i_i2c_controller.i_i2c_write_data.ST 12, i_i2c_controller.i_i2c_write_data.END_OK 1, mI2C_GO 1, i_i2c_controller.i_i2c_write_data.CNT 8
mI2C_CTRL_CLK 1, mSetup_ST 3, i_i2c_controller.i_i2c_write_data.SCLO 1, i_i2c_controller.i_i2c_write_data.ACK_OK 1
worst max path at each step:
stage,cells after the start,slack [ns],from,end
CTS,4,0.58,mI2C_CLK_DIV[4]$_DFF_PN0_,mI2C_CLK_DIV[6]$_DFF_PN0_
global route,4,0.45,mI2C_CLK_DIV[5]$_DFF_PN0_,mI2C_CLK_DIV[6]$_DFF_PN0_
finish,4,0.57,mI2C_CLK_DIV[4]$_DFF_PN0_,mI2C_CLK_DIV[6]$_DFF_PN0_
No activity file was given, so power comes from the tool's default toggle rates.
