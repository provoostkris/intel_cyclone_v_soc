$ cat design/flow/config.mk
export PLATFORM = sky130hd
export DESIGN_NAME = pattern_vg
export DESIGN_NICKNAME = pattern_vg
export VERILOG_FILES = /design/flow/design.v
export SDC_FILE = /design/flow/constraint.sdc
export NUM_CORES = 4
export LEC_CHECK = 1
export CORE_UTILIZATION = 50
$ cat design/flow/constraint.sdc
current_design pattern_vg

set clk_period 7.3
set clk_io_pct 0.2

create_clock -name clk0 -period $clk_period [get_ports {clk_in}]

set non_clock_inputs [all_inputs -no_clocks]
set_input_delay [expr $clk_period * $clk_io_pct] -clock clk0 $non_clock_inputs
set_output_delay [expr $clk_period * $clk_io_pct] -clock clk0 [all_outputs]
$ cat design/flow/design.v
module pattern_vg
 #(
 parameter B=8,  
 X_BITS=12,
 Y_BITS=12,
 FRACTIONAL_BITS = 12
 )
 (input reset, clk_in,
 input wire [X_BITS-1:0] x,
 input wire [Y_BITS-1:0] y,
 input wire vn_in, hn_in, dn_in,
 input wire [B-1:0] r_in, g_in, b_in,
 output reg vn_out, hn_out, den_out,
 output reg [B-1:0] r_out, g_out, b_out,
 input wire [X_BITS-1:0] total_active_pix,
 input wire [Y_BITS-1:0] total_active_lines,
 input wire [7:0] pattern,
 input wire [B+FRACTIONAL_BITS-1:0] ramp_step
 );
reg [B+FRACTIONAL_BITS-1:0] ramp_values;  
always @(posedge clk_in)
begin
   vn_out <= vn_in;
   hn_out <= hn_in;
   den_out <= dn_in;
 if (reset)
  ramp_values <= 0;
 else if (pattern == 8'b0)  
   begin
     r_out <= r_in;
     g_out <= g_in;
     b_out <= b_in;
   end
 else if (pattern == 8'b1)  
 begin
 if (dn_in && ((y == 12'b0) || (x == 12'b0) || (x == total_active_pix - 1) || (y == total_active_lines - 1)))
 begin
   r_out <= 8'hFF;
   g_out <= 8'hFF;
   b_out <= 8'hFF;
 end
 else
 begin
   r_out <= r_in;
   g_out <= g_in;
   b_out <= b_in;
 end
 end
 else if (pattern == 8'd2)  
 begin
 if ((dn_in) && x[0] == 1'b1)
 begin
 r_out <= 8'hFF;
 g_out <= 8'hFF;
 b_out <= 8'hFF;
 end
 else
 begin
 r_out <= 8'b0;
 g_out <= 8'b0;
 b_out <= 8'b0;
 end
 end
 else if (pattern == 8'd3)  
 begin
 if ((dn_in) && y[0] == 1'b1)
 begin
  r_out <= 8'hFF;
  g_out <= 8'hFF;
  b_out <= 8'hFF;
 end
 else
 begin
  r_out <= 8'b0;
  g_out <= 8'b0;
  b_out <= 8'b0;
 end
 end
 else if (pattern == 8'd4)  
 begin
 r_out <= ramp_values[B+FRACTIONAL_BITS-1:FRACTIONAL_BITS];
 g_out <= ramp_values[B+FRACTIONAL_BITS-1:FRACTIONAL_BITS];
 b_out <= ramp_values[B+FRACTIONAL_BITS-1:FRACTIONAL_BITS];
 if ((x == total_active_pix - 1) && (dn_in))
  ramp_values <= 0;
 else if ((x == 0) && (dn_in))
  ramp_values <= ramp_step;
 else if (dn_in)
  ramp_values <= ramp_values + ramp_step;
 end
end
endmodule
$ cat design/flow/run.sh
#!/bin/bash
# OpenROAD 26Q1-2900-gdf79404cd8, Yosys 0.63+post, stock flow scripts
make -C /OpenROAD-flow-scripts/flow DESIGN_CONFIG=/design/flow/config.mk WORK_HOME=/design/flow/orfs finish
==> impl_metrics.tcl <==
# metrics dict for downstream scripts
set metrics [dict create \
    status "complete, no violations" \
    rsz0062_at_grt "no" \
    finClkSkew_ns 0.008873 \
    min_period_ns 4.231 \
    p_sw_mw 0.1618 \
    ys_chip_area_mm2 0.004084 \
    reg2reg_to "ramp_values[18]$_SDFFE_PP0P_" \
    cts_sinks 47 \
    criticalPathCategory "input port to flop" \
    syn_area_mm2 0.004084 \
    yosys-top-cells-area "edfxtp_1 (18%), dfxtp_1 (11%), o21ai_0 (6.6%), ha_1 (6.4%), xnor2_1 (6.2%)" \
    crit_start "ramp_step[0]" \
    h-tree-depth 2 \
    setup_tns_ns 0 \
    grt_max_degree 34 \
    syn_area_per_cell_um2 8.352 \
    hold_class "flop to flop" \
    critical_path_required_ns 7.50 \
    ff_type "edfxtp_1" \
    common_cells "o21ai_0 (54), nand2_1 (43), nor2_1 (34)" \
    port_buffers 131 \
    synthArstFlopShare 0 \
    antenna_left 0 \
    reg2regPathDepth 12 \
    synth_area_leader_cell "edfxtp_1" \
    synth_cell_types 67 \
    worst-path-stages 13 \
    leakagePower_nw 2.009 \
    yosysMostFrequentCell "o21ai_0" \
    antenna_found_initial 0 \
    pwr-share-clk 0.277 \
    worst_pin_slew_ns 0.8141 \
    dp_hpwl_um 8192 \
    die_w_um 92.38 \
    drtIter0Drc 166 \
    syn2layout_area_growth_pct 35.97 \
    core_mm2 0.007807 \
    insertedDiodeCount 0 \
    post_cts_buffers 0 \
    std_cell_rows 32 \
    power_frac_seq 0.466 \
    place_congestion 0.9494 \
    seq_area_frac_synth 0.2892 \
    clk_pin_slew_ns 0.10 \
    cp-start-kind "input port" \
    critPathBufInv 2 \
    max_slew_margin 0.4559 \
    wl_um 10370 \
    dpl_worst_slack_ns 2.776 \
    postCtsHoldBufs 0 \
    grt_pass1_wl_um 16770 \
    initial_core_util 0.5231 \
    ys_warn_count 1 \
    finalWorstSetupSlack_ns 3.069 \
    critPathMaxStageDelay_ns 0.48 \
    warning_count 26 \
    vias 4007 \
    grt_pass1_vias 3568 \
    finalSetupViolCount 0 \
    critPathTopFamily "AND-OR/OR-AND gates" \
    powerDensity_mw_per_mm2 106.9 \
    final_max_slew_viol_count 0 \
    ys_seq_elements 47 \
    p_int_mw 0.4319 \
    period_used_share 0.5796 \
    clockRootBuffer "clkbuf_8" \
    worstSkewPairLatency_ns 0.30 \
    cp_cell_sequence "clkdlybuf4s50_1, ha_1, inv_1, fa_1, nor2b_1, o31ai_1, a21oi_1, o2111ai_1, a211oi_1, o211ai_1, a21boi_0, o31ai_1, a32o_1" \
    cts_buffers 5 \
    cts_tree "yes" \
    cts_buffer_depth 2 \
    switching_share 0.2725 \
    dr.pass1.iters 4 \
    slowest_stage "clkdlybuf4s50_1" \
    crit_path_end_kind "flop" \
    finalHoldViolCount 0 \
    die_area_mm2 0.008533 \
    r2r_slack_ns 4.37 \
    crit_arrival_ns 4.43 \
    cts_resized 0 \
    overflow 0 \
    fmax_ghz 0.2363 \
    r2r_start "ramp_values[0]$_SDFFE_PP0P_" \
    crit_end "ramp_values[18]$_SDFFE_PP0P_" \
    io_pins 132 \
    ys_cells 489 \
    cp_max_fo 3 \
    wl_per_cell_um 14.50 \
    cap_violations 0 \
    top_area_frac 0.1765 \
    edf_count 24 \
    crit_path_frequent_cell "o31ai_1" \
    routed_via_density 5.604 \
    grt_usage 0.2518 \
    ir_drop_mv 0.07234 \
    die_h_um 92.38 \
    syn_inst 489 \
    drc 0 \
    combPwrFrac 0.257 \
    drive_gt1_frac 0.06362 \
]
==> tightest hold or removal path, stage by stage (launching register included) <==
cell and delay, ns:
dfxtp_1 0.33, nand2_1 0.05, a21oi_1 0.05
==> how the worst min path moves through the flow <==
stage / start / end / slack [ns] / depth (start not counted)
after global routing: ramp_values[10]$_SDFFE_PP0P_ / ramp_values[10]$_SDFFE_PP0P_ / 0.51 / 2
final: ramp_values[5]$_SDFFE_PP0P_ / ramp_values[5]$_SDFFE_PP0P_ / 0.47 / 2
after CTS: ramp_values[5]$_SDFFE_PP0P_ / ramp_values[5]$_SDFFE_PP0P_ / 0.47 / 2
==> routing by layer <==
metal | wire length [um] | global-route usage | part of all wire | vias to the layer above
met5 | 0 | 0 | 0 | -
met4 | 151 | 0.03255 | 0.015 | 0
met3 | 762 | 0.04094 | 0.073 | 13
met2 | 4650 | 0.3846 | 0.45 | 140
met1 | 4804 | 0.3981 | 0.46 | 1784
li1 | - | - | - | 2070
==> kinds of logic (layout without fill, tap and decap cells) <==
| kind of cell | Yosys count | count (layout) | share of synthesized area |
|---|---|---|---|
| AND-OR/OR-AND | 167 | 167 | 0.2601 |
| XOR/XNOR | 42 | 42 | 0.09007 |
| adder cells (fa/ha/maj) | 22 | 22 | 0.06924 |
| buffers and inverters | 33 | 157 | 0.03615 |
| flip-flops | 47 | 47 | 0.2892 |
| multiplexers | 12 | 12 | 0.03033 |
| AND/OR/NAND/NOR | 166 | 166 | 0.2249 |
==> power by group through the flow <==
stage	combinational (mW)	sequential, mW	clock, mW
5_1_grt	0.166	0.277	0.179
4_1_cts	0.153	0.277	0.168
6_report	0.153	0.277	0.164
==> cell type report <==
cell class / instances / area, um2
multi-input combinational: 409 / 2758
clock inverter: 3 / 23.77
tap: 102 / 127.6
fill: 591 / 2255
sequential: 47 / 1181
timing repair buffer: 135 / 1341
clock buffer: 5 / 68.82
inverter: 14 / 52.55
==> cell usage in the layout, fill, tap and decap left out, types with 21 or more instances in the layout <==
| cell | instances |
|---|---|
| clkdlybuf4s50_1 | 131 |
| nand2_1 | 43 |
| edfxtp_1 | 24 |
| a21oi_1 | 29 |
| nor3_1 | 25 |
| xnor2_1 | 29 |
| dfxtp_1 | 23 |
| nor2_1 | 33 |
| ha_1 | 21 |
| o21ai_0 | 54 |
==> per-stage QoR <==
step                power, mW  utilization  instance area, um2  hold slack [ns]  instances
floorplan              0.3497            -                4084           0.4291        489
global placement       0.4323       0.6994                5460           0.4418        707
detailed placement     0.4348       0.6994                5460           0.4597        707
CTS                    0.5975       0.7112                5553           0.4735        715
global route           0.6220       0.7112                5553           0.5091        715
finish                 0.5937       0.7112                5553           0.4699        715
==> sequential cells by signal, indices dropped and copies added (netlist names) <==
name / flops
b_out: 8
den_out: 1
g_out: 8
hn_out: 1
r_out: 8
ramp_values: 20
vn_out: 1
Power figures rest on the tool's default switching activity, not on a simulated workload.
