## config.mk

```make
export PLATFORM = sky130hd
export DESIGN_NAME = sync_vg
export DESIGN_NICKNAME = sync_vg
export VERILOG_FILES = /design/flow/design.v
export SDC_FILE = /design/flow/constraint.sdc
export NUM_CORES = 4
export LEC_CHECK = 1
export CORE_UTILIZATION = 40
```

## constraint.sdc

```tcl
current_design sync_vg

set clk_period 9.1
set clk_io_pct 0.2

create_clock -name clk0 -period $clk_period [get_ports {clk}]

set non_clock_inputs [all_inputs -no_clocks]
set_input_delay [expr $clk_period * $clk_io_pct] -clock clk0 $non_clock_inputs
set_output_delay [expr $clk_period * $clk_io_pct] -clock clk0 [all_outputs]
```

## design.v

```verilog
module sync_vg
#(
 parameter 
 X_BITS=12,
 Y_BITS=12
)
(
 input wire clk,
 input wire reset,
 input wire interlaced,
 input wire [Y_BITS-1:0] v_total_0,
 input wire [Y_BITS-1:0] v_fp_0,
 input wire [Y_BITS-1:0] v_bp_0,
 input wire [Y_BITS-1:0] v_sync_0,
 input wire [Y_BITS-1:0] v_total_1,
 input wire [Y_BITS-1:0] v_fp_1,
 input wire [Y_BITS-1:0] v_bp_1,
 input wire [Y_BITS-1:0] v_sync_1,
 input wire [X_BITS-1:0] h_total,
 input wire [X_BITS-1:0] h_fp,
 input wire [X_BITS-1:0] h_bp,
 input wire [X_BITS-1:0] h_sync,
 input wire [X_BITS-1:0] hv_offset_0,
 input wire [X_BITS-1:0] hv_offset_1,
 output reg vs_out,
 output reg hs_out,
 output reg de_out,
 output reg [Y_BITS:0] v_count_out,
 output reg [X_BITS-1:0] h_count_out,
 output reg [X_BITS-1:0] x_out,
 output reg [Y_BITS:0] y_out,
 output reg field_out,
 output wire clk_out
);
reg [X_BITS-1:0] h_count;
reg [Y_BITS-1:0] v_count;
reg field;
reg [Y_BITS-1:0] v_total;
reg [Y_BITS-1:0] v_fp;
reg [Y_BITS-1:0] v_bp;
reg [Y_BITS-1:0] v_sync;
reg [X_BITS-1:0] hv_offset;
assign clk_out = !clk;
always @(posedge clk)
 if (reset)
 h_count <= 0;
 else
 if (h_count < h_total - 1)
 h_count <= h_count + 1;
 else
 h_count <= 0;
always @(posedge clk)
 if (reset)
 v_count <= 0;
 else
 if (h_count == h_total - 1)
 begin
 if (v_count == v_total - 1)
 v_count <= 0;
 else
 v_count <= v_count + 1;
 end
always @(posedge clk)
 if (reset)
 begin
   field <= 0;
   v_total <= v_total_0;
   v_fp <= interlaced ? v_fp_1 : v_fp_0;  
   v_bp <= v_bp_0;
   v_sync <= v_sync_0;
   hv_offset <= hv_offset_0;
 end
  else
 if ((interlaced) && ((v_count == v_total - 1) && (h_count == h_total - 1)))
 begin
   field <= field + interlaced;
   v_total <= field ? v_total_0 : v_total_1;
   v_fp <= field ? v_fp_1 : v_fp_0;  
   v_bp <= field ? v_bp_0 : v_bp_1;
   v_sync <= field ? v_sync_0 : v_sync_1;
   hv_offset <= field ? hv_offset_0 : hv_offset_1;
 end
always @(posedge clk)
if (reset)
 { vs_out, hs_out, de_out, field_out } <= 4'b0;
else begin
 hs_out <=  ((h_count < h_sync));
 de_out <=  (((v_count >= v_sync + v_bp) && (v_count <= v_total - v_fp - 1)) && 
            ((h_count >= h_sync + h_bp) && (h_count <= h_total - h_fp - 1)));
 if ((v_count == 0) && (h_count == hv_offset))
  vs_out <= 1'b1;
 else if ((v_count == v_sync) && (h_count == hv_offset))
  vs_out <= 1'b0;
  h_count_out <= h_count;
 if (field)
  v_count_out <= v_count + v_total_0;
 else
  v_count_out <= v_count;
 x_out <= h_count - (h_sync + h_bp);
 if (interlaced)
  y_out <= { (v_count - (v_sync + v_bp)) , field };
 else
  y_out <= { 1'b0, (v_count - (v_sync + v_bp)) };
  field_out <= field;
 end
endmodule
```

## run.sh

```bash
#!/bin/bash
# OpenROAD 26Q1-2900-gdf79404cd8, Yosys 0.63+post, stock flow scripts
make -C /OpenROAD-flow-scripts/flow DESIGN_CONFIG=/design/flow/config.mk WORK_HOME=/design/flow/orfs finish
```

==> results.toml <==
# physical design summary
[placement]
place_area_sq_mm = 0.01389
hpwlAfterDp_mm = 21.85
io_buffers = 225
place.gp.congestion = 0.8759

[routing]
antenna_cells = 0
drt_wl_total_mm = 27.68
ant_nets = 0
wl_met2_mm = 11.66
met1_length_mm = 13.88
dr_wl_met3_mm = 1.833
vias_per_cell = 5.071
first_pass_iters = 4
num_vias = 8838
drc = 0
drt-initial-drc-count = 479
routed.top_layer = "met4"
avgRoutedWirePerCell_um = 15.88

[setup_path]
crit_required_ns = 7.28
crit_path_end = "clk_out"
worstRegToRegCells = 16
reg2reg_to = "de_out"
end_kind = "output port"
timing.rr.start = "v_sync[0]"
path_class = "clk -> out"
crit_start = "clk"
r2r_slack_ns = 4.83
arrival_ns = 5.44
cp_max_fo = 16
start_kind = "clock port"

[synth]
synth-edff-count = 110
async_reset_ff_share_pct = 0
syn_avg_cell_area_sq_um = 9.900
yosys_warnings = 1
ys_seq_share_pct = 34.75
ys.flops = 139
ff_type = "edfxtp_1"
top_area_cell = "edfxtp_1"
netlist-cell-type-count = 62
syn-instance-count = 1129
syn-cell-area_sq_mm = 0.01118
ys_cells = 1129
top_cells_by_area = "edfxtp_1 (30%), ha_1 (15%), mux2_2 (7.2%)"
top_cell_area_share_pct = 29.55
ys_area_sq_mm = 0.01118

[final_timing]
drv_slew = 0
relSlewSlack_pct = 53.10
finalHoldViolations = 0
rsz0062_at_grt = "no"
tightest_slew_ns = 0.7026
finalSetupTns_ns = 0
setup_viol = 0
fin_skew_ns = 0.01118

[final_layout]
fin_util_pct = 53.39
mostFrequentLayoutCells = "clkdlybuf4s50_1 (225), ha_1 (136), edfxtp_1 (110), nor2_1 (84), xnor2_1 (83)"
areaGrowthSynthToFinish_pct = 29.82
layout_top_cell = "clkdlybuf4s50_1"
drive_above_1_share_pct = 9.920
stdcell_area_sq_mm = 0.01451

[status]
status = "finished, final reports clean"

[global_route]
grt_pass1_vias = 8282
antenna_found_initial = 0
grt_pass1_wl_mm = 43.61
gr-total-overflow = 0
grt_usage_pct = 20.34
grt_max_degree = 51

[cts]
clockBufferDepth = 2
post_cts_resized = 0
clk_latency_ns = 0.42
cts_buffers = 17
postCtsHoldBufs = 0
cts_root_buf = "clkbuf_16"
cts_tree = "yes"
htree_levels = 4
cts_setup_buffers = 0
clk_pin_slew_ns = 0.06

[run]
log.warning_count = 28
max_cap_viol_count = 0

[floorplan]
ios = 226
die-width_um = 169.2
fp.coreArea_sq_mm = 0.02718
fp_util_pct = 41.13
die_h_um = 169.2
fp-row-count = 60
die_area_sq_mm = 0.02862

[power_and_ir_drop]
pwr_density_cell_mw_per_mm2 = 153.0
vdd_drop_max_uv = 124.5
leakagePower_nw = 5.899

[hold_path]
hp-class = "reg -> reg"
layer usage:
| metal | up-vias | track usage (%) |
|---|---|---|
| li1 | 4586 | - |
| met1 | 3972 | 33.39 |
| met2 | 263 | 29.04 |
| met3 | 17 | 4.559 |
| met4 | 0 | 2.429 |
| met5 | - | 0 |
worst max-delay path, cell delays in order:
cell             delay (ns)
clkbuf_16              0.20
clkbuf_16              0.19
inv_1                  0.05
clkdlybuf4s50_1        0.45
layout make-up:
type	count	area (sq um)
fillers	2377	12670
multi-input cells	894	6942
flip-flops and latches	139	3884
repair buffers	235	2325
well taps	372	465.4
clock buffers	19	439.2
inverters	69	259.0
clock inverters	15	196.4
synth_stat cells, types with 2 or more instances:
cell type,instances
a31o_2,2
nor3_1,40
and2_1,4
o211ai_1,7
nor4_1,14
nor2b_1,17
or3_1,6
a41o_1,2
xor2_1,68
o31ai_1,4
or2_2,11
ha_1,136
nand2_1,56
nor4_2,2
mux2_2,71
o41ai_1,2
a21o_1,21
a2111oi_0,3
a21boi_0,3
mux2i_1,3
or2_1,2
or4_1,3
clkbuf_1,24
o21ai_0,38
nor2_1,85
a211o_1,2
o21bai_1,8
nand3b_1,5
nand2b_1,9
inv_1,70
o21a_1,11
o311ai_0,5
dfxtp_1,29
fa_1,7
nand3_1,29
a211oi_1,10
edfxtp_1,110
o2111ai_1,4
xnor2_1,83
a31oi_1,4
a21oi_1,74
and3_1,7
nand4_1,19
per-stage QoR:
step / hold slack [ns] / instances / power, mW / setup slack, ns
after floorplan: 0.4694 / 1129 / 1.233 / 2.345
after global placement: 0.6083 / 1711 / 1.488 / 1.887
after detailed placement: 0.6022 / 1711 / 1.491 / 1.815
after CTS: 0.6119 / 1743 / 2.241 / 1.814
after global routing: 0.6369 / 1743 / 2.353 / 1.791
final: 0.6098 / 1743 / 2.221 / 1.839
registers in the layout (all words and copies together) (netlist names), 12 cells and up:
| register | flops |
|---|---|
| h_count | 12 |
| h_count_out | 12 |
| hv_offset | 12 |
| v_bp | 12 |
| v_count | 12 |
| v_count_out | 13 |
| v_fp | 12 |
| v_sync | 12 |
| v_total | 12 |
| x_out | 12 |
| y_out | 13 |
power by group:
group | internal [mW] | switching [mW] | leakage, nW
combinational | 0.352 | 0.331 | 4.27
sequential | 0.756 | 0.0316 | 1.32
clock | 0.467 | 0.282 | 0.307
total | 1.58 | 0.646 | 5.90
kinds of logic (layout without fill, tap and decap cells):
logic type / count (synthesis) / after routing / synth area share (%)
multiplexers: 75 / 75 / 7.523
buffers and inverters: 96 / 338 / 3.235
AND/OR/NAND/NOR: 316 / 316 / 14.21
adder cells (fa/ha/maj): 143 / 143 / 16.48
AND-OR/OR-AND: 208 / 208 / 11.83
XOR/XNOR: 152 / 152 / 11.98
flip-flops: 139 / 139 / 34.75
worst min path at each step:
stage,from,cells after the start,to,slack (ns)
after global routing,h_count[0],0,h_count_out[0],0.64
final,vs_out,3,vs_out,0.61
after CTS,vs_out,3,vs_out,0.61
Power is estimated from default activity; no workload was simulated.
